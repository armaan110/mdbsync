[design.v]
module VGA_LED(input logic        clk,
	       input logic 	  reset,
	       input logic [7:0]  writedata,
	       input logic 	  write,
	       input 		  chipselect,
	       input logic [2:0] address,
	       output logic [7:0] VGA_R, VGA_G, VGA_B,
	       output logic 	  VGA_CLK, VGA_HS, VGA_VS, VGA_BLANK_n,
	       output logic 	  VGA_SYNC_n);
   logic [7:0] 			  hex0, hex1, hex2, hex3,
				  hex4, hex5, hex6, hex7;
   VGA_LED_Emulator led_emulator(.clk50(clk), .*);
	logic [295:0] writedata1 = 296'hC0C21C023D0100006803800100007B0000000C000000A0475F3B000000000F0002C9000000;
	logic [3:0] NUM_MD_ENTRIES1, NUM_MD_ENTRIES2, MD_UPDATE_ACTION1, MD_UPDATE_ACTION2, MD_ENTRY_TYPE1, MD_ENTRY_TYPE2,
					NUM_ORDERS1, NUM_ORDERS2;
	logic [7:0] HEX_NUM_MD_ENTRIES1, HEX_NUM_MD_ENTRIES2, HEX_MD_UPDATE_ACTION1, HEX_MD_UPDATE_ACTION2, HEX_MD_ENTRY_TYPE1, HEX_MD_ENTRY_TYPE2,
					HEX_NUM_ORDERS1, HEX_NUM_ORDERS2;
   hex7seg h0( .a(NUM_MD_ENTRIES1),         .y(HEX_NUM_MD_ENTRIES1) ),
           h1( .a(NUM_MD_ENTRIES2), .y(HEX_NUM_MD_ENTRIES2) ),
           h2( .a(MD_UPDATE_ACTION1), .y(HEX_MD_UPDATE_ACTION1) ),
           h3( .a(MD_UPDATE_ACTION2), .y(HEX_MD_UPDATE_ACTION2) ),
           h4( .a(MD_ENTRY_TYPE1), .y(HEX_MD_ENTRY_TYPE1) ),
           h5( .a(MD_ENTRY_TYPE2), .y(HEX_MD_ENTRY_TYPE2) ),
           h6( .a(NUM_ORDERS1), .y(HEX_NUM_ORDERS1) ),
           h7( .a(NUM_ORDERS2), .y(HEX_NUM_ORDERS2));
   always_ff @(posedge clk)begin 
     if (reset) begin
	  		NUM_MD_ENTRIES1 <= writedata1[207:204];
			NUM_MD_ENTRIES2 <= writedata1[203:200];
			MD_UPDATE_ACTION1 <= writedata1[199:196];
			MD_UPDATE_ACTION2 <= writedata1[195:192];
			MD_ENTRY_TYPE1 <= writedata1[191:188];
			MD_ENTRY_TYPE2 <= writedata1[187:184];
			NUM_ORDERS1 <= writedata1[39:36];
			NUM_ORDERS2 <= writedata1[35:32];
     	 hex0 <= HEX_NUM_MD_ENTRIES1;
	    hex1 <= HEX_NUM_MD_ENTRIES2;
	    hex2 <= HEX_MD_UPDATE_ACTION1;
	    hex3 <= HEX_MD_UPDATE_ACTION2;
    	 hex4 <= HEX_MD_ENTRY_TYPE1;
	    hex5 <= HEX_MD_ENTRY_TYPE2;
	    hex6 <= HEX_NUM_ORDERS1;
	    hex7 <= HEX_NUM_ORDERS2;
     end else if (chipselect && write) begin
	 end
	end  
endmodule
module hex7seg(input logic [3:0] a,
	  output logic [7:0] y);
	always_comb
				case(a)
					4'd0: y = 7'b0011_1111;
					4'd1: y = 7'b0000_0110;
					4'd2: y = 7'b0101_1011;
					4'd3: y = 7'b0100_1111;
					4'd4: y = 7'b0110_0110;
					4'd5: y = 7'b0110_1101;
					4'd6: y = 7'b0111_1101;
					4'd7: y = 7'b0000_0111;
					4'd8: y = 7'b0111_1111;
					4'd9: y = 7'b0110_1111;
					4'd10: y = 7'b0111_0111;
					4'd11: y = 7'b0111_1100;
					4'd12: y = 7'b0011_1001;
					4'd13: y = 7'b0101_1110;
					4'd14: y = 7'b0111_1001;
					4'd15: y = 7'b0111_0001;
					default: y = 7'b0111_1110;
				endcase
endmodule
module VGA_LED_Emulator(
 input logic 	    clk50, reset,
 input logic [7:0]  hex0, hex1, hex2, hex3, hex4, hex5, hex6, hex7,
 output logic [7:0] VGA_R, VGA_G, VGA_B,
 output logic 	    VGA_CLK, VGA_HS, VGA_VS, VGA_BLANK_n, VGA_SYNC_n);
   parameter HACTIVE      = 11'd 1280,
             HFRONT_PORCH = 11'd 32,
             HSYNC        = 11'd 192,
             HBACK_PORCH  = 11'd 96,   
             HTOTAL       = HACTIVE + HFRONT_PORCH + HSYNC + HBACK_PORCH;  
   parameter VACTIVE      = 10'd 480,
             VFRONT_PORCH = 10'd 10,
             VSYNC        = 10'd 2,
             VBACK_PORCH  = 10'd 33,
             VTOTAL       = VACTIVE + VFRONT_PORCH + VSYNC + VBACK_PORCH;  
   logic [10:0]			     hcount;  
   logic 			     endOfLine;
   always_ff @(posedge clk50 or posedge reset)
     if (reset)          hcount <= 0;
     else if (endOfLine) hcount <= 0;
     else  	         hcount <= hcount + 11'd 1;
   assign endOfLine = hcount == HTOTAL - 1;
   logic [9:0] 			     vcount;
   logic 			     endOfField;
   always_ff @(posedge clk50 or posedge reset)
     if (reset)          vcount <= 0;
     else if (endOfLine)
       if (endOfField)   vcount <= 0;
       else              vcount <= vcount + 10'd 1;
   assign endOfField = vcount == VTOTAL - 1;
   assign VGA_HS = !( (hcount[10:8] == 3'b101) & !(hcount[7:5] == 3'b111));
   assign VGA_VS = !( vcount[9:1] == (VACTIVE + VFRONT_PORCH) / 2);
   assign VGA_SYNC_n = 1;  
   assign VGA_BLANK_n = !( hcount[10] & (hcount[9] | hcount[8]) ) &
			!( vcount[9] | (vcount[8:5] == 4'b1111) );   
   assign VGA_CLK = hcount[0];  
   logic 			     inChar;  
   assign inChar = (vcount[9:7] == 3'd1) &
		   (hcount[10:7] != 4'd0 & hcount[10:7] != 4'd9);
   logic [2:0] 			     charx;  
   logic [3:0] 			     chary;
   assign charx = hcount[6:4];
   assign chary = vcount[6:3];
   logic horizBar, leftCol, rightCol, topCol, botCol;  
   assign horizBar = !(charx[2:1] == 2'b11);   
   assign leftCol  = (charx == 3'd0);          
   assign rightCol = (charx == 3'd5);          
   assign topCol   = !chary[3] & !(chary[2:0] == 3'd7);  
   assign botCol   = (chary >= 4'd6) & (chary <= 4'd12);  
   logic [7:0] segment;  
   assign segment[0] = horizBar & (chary == 4'd 0);
   assign segment[1] = rightCol & topCol;
   assign segment[2] = rightCol & botCol;
   assign segment[3] = horizBar & (chary == 4'd 12);
   assign segment[4] = leftCol & botCol;
   assign segment[5] = leftCol & topCol;
   assign segment[6] = horizBar & (chary == 4'd 6);
   assign segment[7] = (charx == 3'd6) & (chary == 4'd14);
   logic [2:0] column;  
   assign column = hcount[9:7];
   logic [7:0] curSegs;
   assign curSegs = column == 3'd1 ? hex0 :
		    column == 3'd2 ? hex1 :
		    column == 3'd3 ? hex2 :
		    column == 3'd4 ? hex3 :
		    column == 3'd5 ? hex4 :
		    column == 3'd6 ? hex5 :
		    column == 3'd7 ? hex6 :
		    hex7;
   always_comb begin
      {VGA_R, VGA_G, VGA_B} = {8'h0, 8'h0, 8'h0};  
      if (inChar)
	if ( |(curSegs & segment) )  
	  {VGA_R, VGA_G, VGA_B} = {8'hff, 8'h00, 8'h00};  
	else if ( |segment )         
	  {VGA_R, VGA_G, VGA_B} = {8'h20, 8'h20, 8'h20};  
   end  
endmodule  
[run.sh]
#!/bin/bash
# OpenROAD 26Q1-2900-gdf79404cd8, Yosys 0.63+post, stock flow scripts
make -C /OpenROAD-flow-scripts/flow DESIGN_CONFIG=/design/flow/config.mk WORK_HOME=/design/flow/orfs finish
[config.mk]
export PLATFORM = sky130hd
export DESIGN_NAME = VGA_LED
export DESIGN_NICKNAME = VGA_LED
export VERILOG_FILES = /design/flow/design.v
export SDC_FILE = /design/flow/constraint.sdc
export NUM_CORES = 4
export LEC_CHECK = 1
export CORE_AREA = 10 10 105 105
export DIE_AREA = 0 0 115 115
[constraint.sdc]
current_design VGA_LED

set clk_period 4.4
set clk_io_pct 0.2

create_clock -name clk0 -period $clk_period [get_ports {clk}]

set non_clock_inputs [all_inputs -no_clocks]
set_input_delay [expr $clk_period * $clk_io_pct] -clock clk0 $non_clock_inputs
set_output_delay [expr $clk_period * $clk_io_pct] -clock clk0 [all_outputs]
==> out/qor.yml <==
status: "complete, no violations"
setup_viol: 0
cp_cell_sequence: "or2_1, a221oi_1, nor2_1, o32ai_2, and2_1, clkdlybuf4s50_1"
cts_tree: "done"
required_ps: 3520
drtAntennaViolNets: 0
areaGrowthSynthToFinish_pct: 9.480
synthesis.area_mm2: 0.001518
finalSetupTns_ps: 0
mux_share: 0.007420
antennaDiodeCount: 0
avgSynthCellArea_um2: 9.034
hold_viol: 0
end_kind: "output pin"
cp.arrival_ps: 2560
routed_via_density: 3.989
core_region_area_mm2: 0.008763
dieArea_mm2: 0.01323
max_slew_margin: 0.4614
cts.sinks: 21
cts_setup_buffers: 0
seq_power_share: 0.595
power_density_mw_per_mm2: 195.0
drv_slew: 0
finalClockPeriodUsage: 0.7812
fp-row-count: 34
vias: 1097
firstDrtPassIters: 4
drv_cap: 0
postSynthSeqShare: 0.3462
pwr-share-comb: 0.016
clkTransAtPathRegs_ps: 80
synth_cells: 168
compound_area_frac: 0.1162
grt_pass1_wl_mm: 5.071
edf_count: 0
post_drt_wl_per_cell_um: 11.01
fp_util: 0.1732
switchingPower_uw: 67.35
adder_share: 0.02473
place_congestion: 0.7836
grt_pass1_vias: 1030
xor_share: 0.08079
clk_latency_ps: 260
ctsHoldBuffers: 0
cellLeakagePower_nw: 0.6949
routed_wl_mm: 3.027
max_stage_delay_ps: 510
ctsResizeCount: 0
logic_family: "simple AND/OR/NAND/NOR gates"
worstMarginPinSlew_ps: 804.9
ys_ff: 21
simple_gate_share: 0.2564
p_int_uw: 256.6
io_buffers: 15
clockBufferDepth: 2
dpl.hpwl_mm: 2.273
pwr-share-clk: 0.389
htree_levels: 1
warning_count: 39
yosys_area_mm2: 0.001518
ys_cells: 168
yosysWarnings: 3
rsz0062_at_grt: "false"
finClkSkew_ps: 0.9898
crit_slowest_cell: "clkdlybuf4s50_1"
start_kind: "register"
globalRouteOverflowTotal: 0
numCtsBuffers: 3
crit_fanout: 11
peakVddDrop_mv: 0.1290
cts_root_buffer: "clkbuf_8"
io_pins: 44
ys.flop_type: "dfrtp_1"
drc: 0
antenna_found_initial: 0
hold_path.class: "register to register"
grt_max_degree: 22
post-route-util: 0.1896
async_reset_ff_frac: 1.000
drive_above_1_share: 0.09581
swShare: 0.2079
die_height_um: 115
synth_cell_type_count: 50
max_freq_mhz: 290.9
worstSetupPathType: "register to output pin"
grtUsageTotal: 0.04514
period_needed_ps: 3437
fp.dieW_um: 115
drt-initial-drc-count: 51
-- cell type report --
type / count / area [um2]
Clock buffer: 3 / 41.29
Inverter: 3 / 11.26
Tap cell: 108 / 135.1
Timing Repair Buffer: 15 / 150.1
Fill cell: 971 / 7102
Multi-Input combinational cell: 124 / 793.3
Clock inverter: 1 / 5.005
Sequential cell: 21 / 525.5
-- metrics by stage --
stage	setup WS [ps]	total power, mW	cells	hold WS (ps)	instance area, um2
global route	776.0	0.3435	275	552.7	1662
global placement	1263	0.2030	271	507.3	1615
CTS	930.6	0.3315	275	528.6	1662
detailed placement	1231	0.2028	271	517.3	1615
finish	962.7	0.3240	275	525.0	1662
floorplan	1802	0.2090	181	455.3	1567
-- critical path, delay by kind of cell (launching register included) --
kind	cells	cell delay [ps]
DFF	1	500
and+or+nand+nor	3	700
buffers and inverters	1	510
AOI/OAI and AO/OA	2	600
-- metal layers --
layer,wire (um),global-route usage,share of wire,up-vias
li1,-,-,-,545
met1,1581,0.06935,0.52,521
met5,0,0,0,-
met2,1216,0.06269,0.40,29
met4,14,0.003300,0.0046,0
met3,214,0.01424,0.071,2
-- cell usage in the layout, fill, tap and decap left out, types with 2 or more instances in the layout --
cell type | netlist | layout
o21ai_0 | 9 | 9
clkbuf_8 | 0 | 3
clkdlybuf4s50_1 | 0 | 15
nor3b_1 | 2 | 2
nand4_1 | 3 | 3
nand3_1 | 6 | 6
inv_1 | 3 | 3
conb_1 | 2 | 15
xnor2_1 | 4 | 4
o21bai_1 | 2 | 2
nor3_1 | 3 | 3
nand2_1 | 13 | 13
dfrtp_1 | 21 | 21
a21oi_1 | 3 | 3
ha_1 | 3 | 3
xor2_1 | 10 | 10
and2_1 | 3 | 3
nor2_1 | 17 | 17
-- state kept, by name (all words and copies together) (netlist names) --
register / cells
led_emulator.hcount: 11
led_emulator.vcount: 10
-- worst paths after layout --
path,startpoint,to,slack (ps),depth (start not counted)
worst min register to register,led_emulator.hcount[0]$_DFF_PP0_,led_emulator.hcount[0]$_DFF_PP0_,530,1
worst min-delay path,led_emulator.hcount[0]$_DFF_PP0_,led_emulator.hcount[0]$_DFF_PP0_,530,1
worst max register to register,led_emulator.hcount[0]$_DFF_PP0_,led_emulator.vcount[9]$_DFFE_PP0N_,2260,6
min in group asynchronous,reset,led_emulator.hcount[1]$_DFF_PP0_,1080,2
worst max-delay path,led_emulator.vcount[6]$_DFFE_PP0N_,VGA_R[7],960,6
max in group asynchronous,reset,led_emulator.vcount[2]$_DFFE_PP0N_,2830,2
-- synth_stat cells, types with 2 or more instances --
| cell type | count | area share |
|---|---|---|
| a21oi_1 | 3 | 0.0099 |
| and2_1 | 3 | 0.012 |
| buf_2 | 6 | 0.020 |
| buf_4 | 26 | 0.13 |
| conb_1 | 2 | 0.0049 |
| dfrtp_1 | 21 | 0.35 |
| ha_1 | 3 | 0.025 |
| inv_1 | 3 | 0.0074 |
| nand2_1 | 13 | 0.032 |
| nand3_1 | 6 | 0.020 |
| nand4_1 | 3 | 0.012 |
| nor2_1 | 17 | 0.042 |
| nor3_1 | 3 | 0.0099 |
| nor3b_1 | 2 | 0.0099 |
| o21ai_0 | 9 | 0.030 |
| o21bai_1 | 2 | 0.0099 |
| xnor2_1 | 4 | 0.023 |
| xor2_1 | 10 | 0.058 |
-- power groups by stage --
stage                 Combinational (mW)  Clock [mW]  Sequential (mW)
final                            0.00527       0.126            0.193
after global routing             0.00706       0.144            0.193
after CTS                        0.00618       0.133            0.193
-- kinds of logic after synthesis --
kind of cell,after synthesis
AOI/OAI and AO/OA,25
xor gates and xnor gates,14
adders and majority gates,3
buffers and inverters,36
DFF,21
muxes,1
other,2
and+or+nand+nor,66
No activity file was given, so power comes from the tool's default toggle rates.
